==> design.v <==
`timescale 1ns / 1ps
module Bridge(
	input [31:0] pre_m_data_addr,
	input [31:0] pre_m_data_wdata,
	input [3:0] pre_m_data_byteen,
	input [31:0] pre_m_data_rdata,
	input Req,
	input [31:0] TC0_Dout,
	input [31:0] TC1_Dout,
	output [31:0] m_data_addr,
	output [31:0] m_data_wdata,
	output [3:0] m_data_byteen,
	output [31:0] m_data_rdata,
	output [31:0] m_int_addr,     
   output [3:0] m_int_byteen,   
	output TC0_WE,
	output [31:0] TC0_Din,
	output [31:2] TC0_Addr,
	output TC1_WE,
	output [31:0] TC1_Din,
	output [31:2] TC1_Addr
    );
	 wire TC_WE = &pre_m_data_byteen;
	 assign TC0_WE = !Req && TC_WE && (pre_m_data_addr >= 32'h0000_7f00 && pre_m_data_addr <= 32'h0000_7f07);
	 assign TC1_WE = !Req && TC_WE && (pre_m_data_addr >= 32'h0000_7f10 && pre_m_data_addr <= 32'h0000_7f17);
	 assign TC0_Din = pre_m_data_wdata;
	 assign TC1_Din = pre_m_data_wdata;
	 assign TC0_Addr = pre_m_data_addr[31:2];
	 assign TC1_Addr = pre_m_data_addr[31:2];
	 assign m_data_addr = pre_m_data_addr;
	 assign m_data_wdata = pre_m_data_wdata;
	 assign m_data_byteen = (pre_m_data_addr >= 32'h0000_0000 && pre_m_data_addr <= 32'h0000_2fff && !Req) ? pre_m_data_byteen : 4'b0000;
	 assign m_int_addr = pre_m_data_addr;
	 assign m_int_byteen = (pre_m_data_addr >= 32'h0000_7f20 && pre_m_data_addr <= 32'h0000_7f23 && !Req) ? pre_m_data_byteen : 4'b0000;
	 assign m_data_rdata = (pre_m_data_addr >= 32'h0000_0000 && pre_m_data_addr <= 32'h0000_2fff) ? pre_m_data_rdata :
								  (pre_m_data_addr >= 32'h0000_7f00 && pre_m_data_addr <= 32'h0000_7f0b) ? TC0_Dout : 
								  (pre_m_data_addr >= 32'h0000_7f10 && pre_m_data_addr <= 32'h0000_7f1b) ? TC1_Dout :
								  (pre_m_data_addr >= 32'h0000_7f20 && pre_m_data_addr <= 32'h0000_7f23) ? 32'h0000_0000 : 32'h0000_0000;
endmodule
==> run.sh <==
#!/bin/bash
# OpenROAD 26Q1-2900-gdf79404cd8, Yosys 0.63+post, stock flow scripts
make -C /OpenROAD-flow-scripts/flow DESIGN_CONFIG=/design/flow/config.mk WORK_HOME=/design/flow/orfs finish
==> config.mk <==
export PLATFORM = sky130hd
export DESIGN_NAME = Bridge
export DESIGN_NICKNAME = Bridge
export VERILOG_FILES = /design/flow/design.v
export SDC_FILE = /design/flow/constraint.sdc
export NUM_CORES = 4
export LEC_CHECK = 1
export CORE_AREA = 10 10 171 171
export DIE_AREA = 0 0 181 181
==> constraint.sdc <==
current_design Bridge

set clk_period 10.2
set clk_io_pct 0.2

create_clock -name clk0 -period $clk_period

set non_clock_inputs [all_inputs -no_clocks]
set_input_delay [expr $clk_period * $clk_io_pct] -clock clk0 $non_clock_inputs
set_output_delay [expr $clk_period * $clk_io_pct] -clock clk0 [all_outputs]
==> results.txt <==
Results of an implementation run.

The run finished with clean final reports. The total vias in the final route is 2740. The final layout reports a setup TNS of 0 ns. The post-synthesis instance area is 2900 um2. The area of the die is 32800 um2. In this run the tightest slew margin relative to its limit is 0.584. Checking hold timing, the worst path is listed with class primary input to output pin. Of the synthesized area, sequential elements account for 0. The critical path goes through clkdlybuf4s50_1 > or4_1 > nor4_4 > buf_4 > nand4_4 > buf_4 > o221ai_2 > clkdlybuf4s50_1. Setup repair after global routing left no endpoint under its margin. The script reports the combined buffer and inverter count of the critical path as 4. The slew at the pin closest to its max-slew limit is 0.624 ns. The number of warnings printed during yosys synthesis is 0.

The origin of the worst setup path is pre_m_data_addr[28]. For reference, the top cells by area after synthesis are buf_4, o221ai_2, nand3_1, nand2_1, inv_1. The first-pass GRT wire length is 20300 um. Counting the clock-network buffers in the layout gives 0.

At the worst endpoint, the arrival time is 5.17 ns. Post-CTS repair changed the size of 0 cells. Synthesis produced 402 cells. The worst setup path is launched from a primary input. The wire-length estimate of the detail-placed layout is 12300 um. Per the layout area report, the register area comes to 0 um2. Post-route period utilization is reported as 0.707. Summing all non-filler instances in the final layout gives an area of 4640 um2. In the synthesized netlist, the cells that appear most often are buf_4, nand2_1, nand3_1, inv_1, o221ai_2. The routed design ends up with an antenna cell count of 0. The cell type group with the largest total delay on the critical path is buffers and inverters. The largest net degree at the start of global routing is 35. The capture point of the critical path is m_data_rdata[19]. Per the Yosys statistics, synthesis produced 402 cells. The end-of-flow core utilization is 0.183. The achievable clock frequency is 0.139 GHz. The total overflow left after global routing is 0. The setup fix buffers added after clock tree synthesis is 0. The largest driver fanout on the critical path is 34. The number of port buffers is 299. The total routing resource utilization after global routing is 0.0792. The final timing report lists a max-slew violation count of 0. The core region is 25300 um2.

In the final layout, the share of cells above drive strength 1 is 0.0894. The via count of the first global-routing pass was 3029. The setup-violating endpoint count in the final report is 0. The clock period minus worst slack is 7.21 ns.

The static leakage power is 1.57 nW. The cell with the most instances after synthesis is buf_4. The total of hold buffers inserted after clock tree synthesis is 0. The slowest library cell on the worst path is or4_1. The stage-log warning count is 32. The die span in x is 181 um. Power spread over the standard cell area amounts to 26.9 nW/um2.

The initial antenna violation count was 0. The number of optimization iterations in the first detailed-route pass is 4. The data required time reported for the critical path is 8.16 ns. The routed length per instance is 17.7 um. The critical setup path kind is primary input to output pin.

The count of flip-flops and latches is 0. The average footprint of a synthesized cell is 7.22 um2. The violation tally from detailed-route iteration zero is 59.

The height of the die is 181 um. On the worst path, the slowest cell contributes a delay of 0.71 ns. The endpoint kind of the worst setup timing path is an output pin. Post-synthesis, Yosys gives the total cell area as 2900 um2. The share of the core filled by cells before placement is 0.115.

Across the run, the number of max-cap violations was 0. The number of placed I/O pins is 427. The worst VDD IR drop from the latest analysis is 0.0146 mV. The area fraction of the dominant cell type after synthesis is 0.569.

The routed layout reports a DRC error count of 0. The total number of placement rows is 58. The count of cell instances traversed by the critical path is 8. The synthesized design spends more area on one cell type than any other, namely buf_4.

The final weighted congestion of routability-driven global placement is 0.836. Compared with the post-synthesis result, the final layout area differs by 59.7%. Once placement finished, the instance area stood at 4640 um2. Per the synthesis report, the number of distinct cell types is 31. The number of hold violations in the final report is 0.

The total wirelength of the detailed-routed design is 14100 um. The number of nets with antenna violations after detailed routing is 0. The ratio of routed vias to standard cells is 3.43.
[cells by family (layout without fill, tap and decap cells)]
| family | after synthesis | in the layout | share of synthesized area |
|---|---|---|---|
| simple gates | 95 | 95 | 0.180 |
| buf+inv | 268 | 336 | 0.639 |
| mux | 1 | 1 | 0.00388 |
| compound gates | 38 | 38 | 0.177 |
[how the worst min path moves through the flow]
stage               startpoint           to  slack, ns  cells past startpoint
4_1_cts   pre_m_data_wdata[12]  TC0_Din[12]       4.08                      0
5_1_grt   pre_m_data_wdata[14]  TC0_Din[14]       4.08                      0
6_report  pre_m_data_wdata[14]  TC0_Din[14]       4.08                      0
[metrics by stage]
stage          hold slack [ns]  total power, W  setup WS (ns)  std cells
3_5_place_dp              4.08        0.000127           2.86        800
2_1_floorplan             4.10       0.0000644           4.63        402
5_1_grt                   4.08        0.000135           2.76        800
3_3_place_gp              4.08        0.000127           2.89        800
4_1_cts                   4.08        0.000128           2.87        800
6_report                  4.08        0.000125           2.99        800
[layout by cell type (no fill, tap or decap), drive strengths merged, types with 3 or more instances in the layout]
master / n
inv: 32
buf: 5
and2: 4
nor3b: 4
nand3: 34
nand4: 3
or4: 4
clkdlybuf4s50: 299
o221ai: 32
nand2: 34
[layer usage]
layer / GRT usage / share of wire / vias to the layer above
li1: - / - / 1258
met1: 0.0912 / 0.39 / 1209
met2: 0.126 / 0.45 / 238
met3: 0.0409 / 0.13 / 35
met4: 0.0221 / 0.032 / 0
met5: 0 / 0 / -
[power breakdown]
group	switching (W)	internal, W
clock network	0	0
logic	0.0000362	0.0000885
registers	0	0
total	0.0000362	0.0000885
[cell type report]
cell class	instances	area, um2
multi-input combinational	134	1070
tap	330	413
inverter	32	120
timing repair buffer	304	3030
fill	2819	20700
Power figures rest on the tool's default switching activity, not on a simulated workload.

<file path="design/flow/design.v">
`timescale 1ns / 1ps
module Controller(
	input [31:0] Instr,
	output NumRead,
	output NumWrite,
	output [2:0] opNPC,
	output [2:0] opALU,
	output ALUsrc,
	output opEXT,
	output RegWrite,
	output RegSel,
	output isJAL,
	output [2:0] BranchSel
    );
	 wire [5:0] opcode;
	 wire [5:0] funct;
	 assign opcode = Instr[31:26];
	 assign funct = Instr[5:0];
	 assign NumRead = (opcode == 6'b10_0011) ? 1 : 0;
	 assign NumWrite = (opcode == 6'b10_1011) ? 1 : 0;
	 assign opEXT = (opcode == 6'b00_0100) ? 1 : 
						 (opcode == 6'b10_0011) ? 1 : 
						 (opcode == 6'b10_1011) ? 1 : 0;
	 assign isJAL = (opcode == 6'b00_0011) ? 1 : 0;
	 assign ALUsrc = (opcode == 6'b00_1101) ? 1 :
						  (opcode == 6'b10_0011) ? 1 :
						  (opcode == 6'b10_1011) ? 1 :
						  (opcode == 6'b00_1111) ? 1 : 0;
	 assign RegWrite = (opcode == 6'b00_1101) ? 1 :
							 (opcode == 6'b10_0011) ? 1 :
							 (opcode == 6'b00_0011) ? 1 :
						    (opcode == 6'b00_1111) ? 1 : 
							 (opcode == 6'b00_0000 && funct == 6'b10_0000) ? 1 : 
							 (opcode == 6'b00_0000 && funct == 6'b10_0010) ? 1 : 0;
	 assign RegSel = (opcode == 6'b00_0000 && funct == 6'b10_0000) ? 1 : 
						  (opcode == 6'b00_0000 && funct == 6'b10_0010) ? 1 : 0;
	 assign opNPC = (opcode == 6'b00_0100) ? 3'b001 :
						 (opcode == 6'b00_0011) ? 3'b010 :
						 (opcode == 6'b00_0000 && funct == 6'b00_1000) ? 3'b011 : 3'b000;
	 assign opALU = (opcode == 6'b00_0100) ? 3'b001 :
						 (opcode == 6'b00_1101) ? 3'b010 :
						 (opcode == 6'b00_1111) ? 3'b011 :
						 (opcode == 6'b00_0000 && funct == 6'b10_0010) ? 3'b001 : 3'b000;
	 assign BranchSel = (opcode == 6'b00_0100) ? 3'b001 :
							  (opcode == 6'b00_0011) ? 3'b010 :
							  (opcode == 6'b00_0000 && funct == 6'b00_1000) ? 3'b011 : 3'b000;
endmodule
</file>
<file path="design/flow/run.sh">
#!/bin/bash
# OpenROAD 26Q1-2900-gdf79404cd8, Yosys 0.63+post, stock flow scripts
make -C /OpenROAD-flow-scripts/flow DESIGN_CONFIG=/design/flow/config.mk WORK_HOME=/design/flow/orfs finish
</file>
<file path="design/flow/config.mk">
export PLATFORM = sky130hd
export DESIGN_NAME = Controller
export DESIGN_NICKNAME = Controller
export VERILOG_FILES = /design/flow/design.v
export SDC_FILE = /design/flow/constraint.sdc
export NUM_CORES = 4
export LEC_CHECK = 1
export CORE_AREA = 10 10 70 70
export DIE_AREA = 0 0 80 80
</file>
<file path="design/flow/constraint.sdc">
current_design Controller

set clk_period 1.4
set clk_io_pct 0.2

create_clock -name clk0 -period $clk_period

set non_clock_inputs [all_inputs -no_clocks]
set_input_delay [expr $clk_period * $clk_io_pct] -clock clk0 $non_clock_inputs
set_output_delay [expr $clk_period * $clk_io_pct] -clock clk0 [all_outputs]
</file>
==> CHANGELOG.md <==
### Metrics

* Initial Util at 8.24%
* Clk pwr share at 0%
* Adder Share, Synth at 0%
* Initial antenna violation count at 0
* Dominant combinational family: simple AND/OR/NAND/NOR gates
* Synthesized area at 282 um^2
* Routed Antenna Nets at 0
* Worst Path Max Fanout at 2
* Most used cell, CP: buf_6
* Post-Route WL at 1.46 mm
* Placed Instances at 119
* Design Power at 149 uW
* MUX share of area at 0%
* Leading area contributor after synthesis: buf_4
* Flops at 0
* PortBufs at 25
* Final worst setup slack at -0.0631 ns
* Die Ht at 80 um
* Failing checks: setup timing
* Final hold violation count at 0
* Switching Fraction at 43.9%
* Setup crit end kind: primary output
* VDD IR max at 37.4 uV
* Vias per Instance at 3.58
* Vias in the first global route at 419
* Mapped Cells at 44
* Slowest-stage cell, CP: nor3_4
* Setup CP Type: in2out
* Comb area at 322 um^2
* Top cell area share at 16.0%
* Worst EP arrival at 1.18 ns
* Routed vias at 451
* Simple share at 60.9%
* Register area at 0 um^2
* DR pass1 iterations at 4
* Total grt overflow at 0
* Drt wl/cell at 11.6 um
* Compound Share, Synth at 17.8%
* Placer Congestion at 0.796
* NetSw at 65.6 uW
* Cell area leaders: buf_4 (16%), nor2_1 (12%), nor4b_4 (8.4%)
* Seq share, synth at 0%
* Final Non-Filler Cells at 126
* Critical-path cell list: buf_8 -> nor3_4 -> buf_6 -> buf_6 -> buf_4 -> a31oi_4 -> nor2_2 -> buf_2
* Max-cap violation count at 0
* Final period util at 105%
* I/O Pins at 48
* XOR Share, Synth at 0%
* RSZ-0062 raised after global routing: yes
* Final Core Density at 21.3%
* Die area at 6400 um^2
* Max incr delay on CP at 0.20 ns
* Status: finished with violations
* Fmax at 683 MHz
* Mean post-synth cell area at 6.40 um^2
* Filler cells at 371
* YS chip area at 282 um^2
* Comb pwr share at 100.0%
* Layout cells sized above 1 at 65.0%
* DRC at 0
* Clock Buffer Count at 0
* Die width at 80 um
* Iteration-0 DRC Markers at 27
* Power Dens Cells at 205 nW/um^2
* Synth warnings at 0
* Synth unique cells at 18
* Worst Path Required at 1.12 ns
* Leak at 0.333 nW
* HPWL reported at the end of detailed placement at 1.08 mm
* Minimum hold slack at 0.893 ns
* Layout area overhead at 159%
* Diodes inserted at 0
* Tool warnings at 54
* Number of hold buffers added after cts at 0
* Pin count of the biggest net entering global routing at 7
* Core Rows at 21
* Core box area at 3420 um^2
* Pins Over Slew Limit at 0
* Cell count in the Yosys report at 44
* Startpoint types: input port
* Pre-CTS WS at -0.835 ns
* First-pass GRT wire length at 2.09 mm
* Final setup vio count at 6
* Tot GR Track Use at 3.93%
* P_int at 83.7 uW
* Worst hold path class: in2out
* Reg power frac at 0%
* Min Tclk post-route at 1.46 ns
## worst max-delay path: cells and delay by family
kind / cells / cell delay [ns]
buffers and inverters: 5 / 0.52
AND/OR/NAND/NOR: 2 / 0.31
AND-OR/OR-AND: 1 / 0.08
## path summary, 6_finish.rpt
kind                  slack [ns]      start  cells after the start       end
worst max-delay path       -0.06   Instr[2]                      8  opNPC[0]
worst min-delay path        0.89  Instr[30]                      4     opEXT
## timing repair
action	CTS	global route
resized	110	10
pin swaps	13	4
setup buffers	5	2
endpoints found under the setup margin	13	8
endpoints found under the hold margin	0	0
## synthesized netlist by cell type
master	instances
nor2_1	9
nor4_4	1
o21bai_1	1
a22oi_1	2
buf_4	6
a32oi_1	1
nor4b_4	1
nand2b_1	1
buf_6	1
and3_1	2
nor3_1	4
conb_1	1
o21ai_1	1
a21boi_0	1
a31oi_1	1
nand4_1	2
nand2_1	6
nor2b_1	3
## per-stage QoR
step	instance area [um^2]	TNS, ns
finish	728	-0.234
global route	728	-0.750
CTS	693	-0.0703
detailed placement	608	-9.83
global placement	608	-9.57
floorplan	289	0
## cell families after synthesis
| group | after synthesis |
|---|---|
| buf+inv | 7 |
| simple gates | 29 |
| compound gates | 7 |
| other cells | 1 |
## layout make-up
cell class                      count  area share [%]
Multi-Input combinational cell     39            44.2
Tap cell                           46            7.90
Timing Repair Buffer               41            47.9
## placed cells by master (no fill, tap or decap), drive strengths merged, types with 2 or more instances in the layout
cell	synthesis	layout
and3	2	2
a22oi	2	2
nor3	4	4
nand4	2	2
nor2	9	9
buf	7	34
nand2	6	6
nor2b	3	3
dlygate4sd2	0	6
conb	1	3
## per-layer routing
| layer | track usage, % | wire length (um) |
|---|---|---|
| met1 | 5.61 | 645 |
| met2 | 5.54 | 598 |
| met3 | 1.82 | 216 |
| met4 | 0 | 0 |
| met5 | 0 | 0 |
## power groups by stage
stage / Clock, mW / Sequential (mW) / Combinational [mW]
after CTS: 0 / 0 / 0.138
after global routing: 0 / 0 / 0.161
final: 0 / 0 / 0.149
Power is estimated from default activity; no workload was simulated.
